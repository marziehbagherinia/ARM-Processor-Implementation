--- flow/config.mk ---
export PLATFORM = sky130hd
export DESIGN_NAME = EX_Stage_Reg
export DESIGN_NICKNAME = EX_Stage_Reg
export VERILOG_FILES = /design/flow/design.v
export SDC_FILE = /design/flow/constraint.sdc
export NUM_CORES = 4
export LEC_CHECK = 1
export CORE_UTILIZATION = 40
--- flow/constraint.sdc ---
current_design EX_Stage_Reg

set clk_period 1.5
set clk_io_pct 0.2

create_clock -name clk0 -period $clk_period [get_ports {clk}]

set non_clock_inputs [all_inputs -no_clocks]
set_input_delay [expr $clk_period * $clk_io_pct] -clock clk0 $non_clock_inputs
set_output_delay [expr $clk_period * $clk_io_pct] -clock clk0 [all_outputs]
--- flow/run.sh ---
#!/bin/bash
# OpenROAD 26Q1-2900-gdf79404cd8, Yosys 0.63+post, stock flow scripts
make -C /OpenROAD-flow-scripts/flow DESIGN_CONFIG=/design/flow/config.mk WORK_HOME=/design/flow/orfs finish
--- flow/design.v ---
module EX_Stage_Reg(clk, 
                    rst,
                    freeze,
                    wb_en_in, 
                    mem_r_en_in, 
                    mem_w_en_in,
                    alu_res_in, 
                    val_Rm_in,
                    dest_in,
                    branch_taken_in,
                    wb_en_out, 
                    mem_r_en_out, 
                    mem_w_en_out,
                    alu_res_out, 
                    val_Rm_out,
                    dest_out,
                    branch_taken_out);
	input clk, 
	      rst,
	      freeze,
	      wb_en_in, 
	      mem_r_en_in, 
	      mem_w_en_in,
	      branch_taken_in;
	input [32 - 1:0] alu_res_in, 
	                            val_Rm_in;
	input [4 - 1:0] dest_in;
	output wb_en_out, 
	       mem_r_en_out, 
	       mem_w_en_out,
	       branch_taken_out;
	output [32 - 1:0] alu_res_out, 
	                             val_Rm_out;
	output [4 - 1:0] dest_out;
	Register #(.WORD_LENGTH(1)) reg_wb_en(.clk(clk), 
	                                      .rst(rst),
			                                  .ld(~freeze), 
			                                  .in(wb_en_in), 
			                                  .out(wb_en_out));
	Register #(.WORD_LENGTH(1)) reg_mem_r_en(.clk(clk), 
	                                         .rst(rst),
	                                         .ld(~freeze), 
	                                         .in(mem_r_en_in), 
	                                         .out(mem_r_en_out));
	Register #(.WORD_LENGTH(1)) reg_mem_w_en(.clk(clk), 
		                                       .rst(rst),
	                                         .ld(~freeze), 
	                                         .in(mem_w_en_in), 
	                                         .out(mem_w_en_out));
	Register #(.WORD_LENGTH(32)) reg_alu_res(.clk(clk), 
		                                                  .rst(rst),
		                                                  .ld(~freeze), 
		                                                  .in(alu_res_in), 
		                                                  .out(alu_res_out));
	Register #(.WORD_LENGTH(32)) reg_val_Rm(.clk(clk), 
			                                               .rst(rst),
		                                                 .ld(~freeze), 
		                                                 .in(val_Rm_in), 
		                                                 .out(val_Rm_out));
	Register #(.WORD_LENGTH(4)) reg_dest(.clk(clk), 
		                                                  .rst(rst),
		                                                  .ld(~freeze), 
		                                                  .in(dest_in), 
		                                                  .out(dest_out));
	Register #(.WORD_LENGTH(1)) reg_branch_taken(.clk(clk),
		                                           .rst(rst),
		                                           .ld(~freeze), 
		                                           .in(branch_taken_in), 
		                                           .out(branch_taken_out));
endmodule
module Register(clk, 
                rst, 
                ld, 
                in, 
                out);
	parameter WORD_LENGTH = 32;
	input clk, rst, ld;
	input [WORD_LENGTH - 1:0] in;
	output reg [WORD_LENGTH - 1:0] out;
	always@(posedge clk, posedge rst) begin
      if (rst) out <= 0;
		  else if (ld) out <= in;
	end
endmodule
==> qor.txt <==
Post-synth regs: 72
First drt pass iteration count: 2
CORE AREA: 7292 um^2
Crit path max fanout: 2
Die area: 7928 um^2
Most frequent cells after synthesis: dfrtp_1, mux2_4, buf_12, mux2_2
Pleak: 2.555 nW
Tool warnings: 26
Synth mux share: 35.43%
WL per Instance: 14.81 um
Final non-filler cell area: 5034 um^2
Status: complete, no violations
Synth top area share: 59.45%
Register Area: 1802 um^2
Compound Share, Synth: 0%
Critical-path cell list: clkdlybuf4s50_1
Pre-CTS setup slack: 0.2318 ns
Post-layout util: 69.03%
Worst setup SP type: flop
Total CTS buffers: 9
Max rail drop VDD: 455.5 uV
Dominant comb cell: multiplexers
# H-tree levels: 3
Yosys adder share: 0%
Most frequent cell after synthesis: dfrtp_1
Vias: 1920
Clock buffer depth: 2
Setup-failing EPs final: 0
Logic area: 1074 um^2
Count of library flops with an enable pin: 0
Fp util: 41.56%
PnR worst setup slack: 0.03267 ns
Clock transition at the registers of the reported paths: 0.07 ns
Initial antenna violation count: 0
Critical Path Max Stage Delay: 0.47 ns
Largest net degree at the start of global routing: 41
Number of max-cap violations: 0
Ys Warns: 3
Share of layout cells above drive strength 1: 34.91%
Mean Syn Cell Area: 19.81 um^2
Tcrit/Tclk final: 97.82%
DR iter-0 viols: 39
WP data required: 1.20 ns
FF-to-FF path depth: 3
Synth area leader: dfrtp_1
Vias per cell: 4.394
Final hold vios: 0
And+or+nand+nor area frac: 0%
CP endpoint kind: output port
Netlist cell types: 6
Final Slew Violations: 0
Die height: 89.04 um
Reg2Reg Setup Slack: 0.51 ns
Post-DP HPWL: 4362 um
Worst r2r dst: reg_alu_res.out[11]
Worst skew pair latency: 0.33 ns
Fill count: 513
Clk sinks: 72
Yosys Instances: 153
Setup CP Type: flop to output port
Seq/Total Area, Yosys: 59.45%
Number of buffers added on ports: 146
Overflow after GRT: 0
Worst slew pin tran: 0.2271 ns
Ys flop type: dfrtp_1
Synthesis-to-layout area growth: 66.10%
Top cells by area: dfrtp_1, mux2_4, buf_12
Final Routed Wirelength: 6470 um
Synth Cell Area: 3030 um^2
Post-Synthesis Cells: 153
F_max: 681.5 MHz
Remaining antenna violation count: 0
Hold WC Path Type: primary input to asynchronous set/reset pin
Cell Pwr Density: 978.5 nW/um^2
GRT Util Overall: 15.77%
YS chip area: 3030 um^2
Dpl cells: 395
Final antenna diode count: 0
Post-DP Area: 4553 um^2
Post-route minimum period: 1.467 ns
WP data arrival: 1.17 ns
RR Startpoint: reg_alu_res.out[11]
Non-filler cells, final: 437
Number of global-route vias before repair: 1758
Slowest cell on crit path: clkdlybuf4s50_1
Slew HR: 84.86%
Ports: 147
Asr flop ratio synth: 100.0%
XOR/XNOR Area Share: 0%
Crit path buffers/inverters: 1
Die Span X: 89.04 um
CTS tree: done
Final setup skew: 0 ns
# rows: 31
DRC viols: 0
CTS Hold Buffers Added: 0
First-pass GRT wire length: 9156 um
Crit-path leading delay family: buffers and inverters
Global placement routability congestion: 0.7435
Clk root buf: clkbuf_8
[per-stage QoR]
stage / hold slack (ns) / setup TNS, ns / power (W)
global placement: 0.4897 / 0 / 0.003260
finish: 0.2384 / 0 / 0.004925
global route: 0.2256 / -0.02151 / 0.005173
floorplan: 0.4485 / 0 / 0.002637
CTS: 0.2237 / 0 / 0.004944
detailed placement: 0.4924 / 0 / 0.003263
[per-layer routing]
metal  share of wire, %  GRT usage (%)
met1                 48          27.04
met2                 41          20.35
met3                9.4          5.056
met4                1.5          3.175
met5                  0              0
[cell type report]
type / instances / share of cell area [%]
multi-input combinational: 72 / 21.33
inverter: 1 / 0.1491
clock buffer: 13 / 2.958
timing repair buffer: 177 / 36.02
tap: 99 / 2.461
clock inverter: 3 / 1.293
sequential: 72 / 35.79
[placed cells by master, fill, tap and decap left out]
master and count:
dfrtp_1 72, buf_12 4, clkinvlp_4 1, bufinv_16 2, dlygate4sd2_1 3, clkdlybuf4s50_1 112, clkinv_2 1, clkbuf_8 10
mux2_2 2, clkbuf_1 3, dlymetal6s2s_1 30, buf_4 28, mux2_4 70
[cells by family (layout without fill, tap and decap cells)]
kind of cell           count (synthesis)  count (layout)
muxes                                 72              72
DFF                                   72              72
buffers and inverters                  9             194
[sequential cells by signal (all words and copies together), names as in the netlist]
| signal | flops |
|---|---|
| reg_alu_res.out | 32 |
| reg_branch_taken.out | 1 |
| reg_dest.out | 4 |
| reg_mem_r_en.out | 1 |
| reg_mem_w_en.out | 1 |
| reg_val_Rm.out | 32 |
| reg_wb_en.out | 1 |
[timing repair]
item / 4_1_cts / 5_1_grt
gates resized: 3 / 30
setup buffers: 2 / 24
setup endpoints to repair: 5 / 45
[worst max path at each step]
stage	from	endpoint	slack [ns]	depth (start not counted)
4_1_cts	reg_val_Rm.out[22]	val_Rm_out[22]	0.002	1
5_1_grt	reg_val_Rm.out[6]	val_Rm_out[6]	-0.009	1
6_report	reg_val_Rm.out[8]	val_Rm_out[8]	0.03	1
[power by group]
group / internal [W] / switching [W] / leakage [nW]
sequential: 0.00214 / 0.000104 / 0.842
combinational: 0.000825 / 0.000221 / 1.61
clock: 0.000983 / 0.000656 / 0.108
Power is estimated from default activity; no workload was simulated.
