==> design/flow/design.v <==
module ALU(alu_in1, 
           alu_in2,
           alu_command,
           cin,
           alu_out,
           statusRegister);
  input cin;
  input [32 - 1:0] alu_in1, 
                              alu_in2;
  input [4 - 1:0] alu_command;
  output wire [3:0] statusRegister;
  output wire [32 - 1:0] alu_out;
  reg v, cout; 
  reg [32 - 1:0] alu_out_temp;
  wire z, n;
  assign statusRegister = {z, cout, n, v};
  assign z = (alu_out == 8'b0 ? 1 : 0);
  assign n = alu_out[32 - 1];
  assign alu_out = alu_out_temp;
	always @(*) begin
	   cout = 1'b0;
    	v = 1'b0;
   		case(alu_command)
    	    	4'b0001: alu_out_temp = alu_in2;
          4'b1001: alu_out_temp = ~alu_in2; 
	      		4'b0010: begin
                    {cout, alu_out_temp} = alu_in1 + alu_in2;
                    v = ((alu_in1[32 - 1] == alu_in2[32 - 1])
                      & (alu_out_temp[32 - 1] != alu_in1[32 - 1]));
    	    	end
    	    	4'b0011: begin
                    {cout, alu_out_temp} = alu_in1 + alu_in2 + cin;
                    v = ((alu_in1[32 - 1] == alu_in2[32 - 1])
                      & (alu_out_temp[32 - 1] != alu_in1[32 - 1]));
    	    	end
    	    	4'b0100: begin
                    {cout, alu_out_temp} = {alu_in1[31], alu_in1} - {alu_in2[31], alu_in2};
                    v = ((alu_in1[32 - 1] == ~alu_in2[32 - 1])
                      & (alu_out_temp[32 - 1] != alu_in1[32 - 1]));
    	    	end
    	    	4'b0101: begin
                    {cout, alu_out_temp} = {alu_in1[31], alu_in1} - {alu_in2[31], alu_in2} - 33'd1;
                    v = ((alu_in1[32 - 1] == ~alu_in2[32 - 1])
                      & (alu_out_temp[32 - 1] != alu_in1[32 - 1]));
    	    	end
    	    	4'b0110: alu_out_temp	 = 	alu_in1 & alu_in2;
    	    	4'b0111: alu_out_temp	 = 	alu_in1 | alu_in2;
    	    	4'b1000: alu_out_temp	 = 	alu_in1 ^ alu_in2;
    	    	4'b1100: begin
    	    	    						{cout, alu_out_temp} = {alu_in1[31], alu_in1} - {alu_in2[31], alu_in2};
                    v = ((alu_in1[32 - 1] == ~alu_in2[32 - 1])
                      & (alu_out_temp[32 - 1] != alu_in1[32 - 1]));
    	    	end
    	    	4'b1110: alu_out_temp	 = 	alu_in1 & alu_in2;
    	    	4'b1010: alu_out_temp	 = 	alu_in1 + alu_in2;
    	    	4'b1010: alu_out_temp	 = 	alu_in1 + alu_in2;
   		endcase
	end
endmodule
==> design/flow/run.sh <==
#!/bin/bash
# OpenROAD 26Q1-2900-gdf79404cd8, Yosys 0.63+post, stock flow scripts
make -C /OpenROAD-flow-scripts/flow DESIGN_CONFIG=/design/flow/config.mk WORK_HOME=/design/flow/orfs finish
==> design/flow/config.mk <==
export PLATFORM = sky130hd
export DESIGN_NAME = ALU
export DESIGN_NICKNAME = ALU
export VERILOG_FILES = /design/flow/design.v
export SDC_FILE = /design/flow/constraint.sdc
export NUM_CORES = 4
export LEC_CHECK = 1
export CORE_UTILIZATION = 40
==> design/flow/constraint.sdc <==
current_design ALU

set clk_period 18.2
set clk_io_pct 0.2

create_clock -name clk0 -period $clk_period

set non_clock_inputs [all_inputs -no_clocks]
set_input_delay [expr $clk_period * $clk_io_pct] -clock clk0 $non_clock_inputs
set_output_delay [expr $clk_period * $clk_io_pct] -clock clk0 [all_outputs]
==> flow_summary_export.csv <==
group,metric,value,unit
setup_path,worstPathArrival,8.91,ns
min_path,hold_path.class,"primary input to output port",
setup_path,cp-start-kind,"primary input",
setup_path,required,14.56,ns
sta,unclocked_regs,32,
sta,slew_violations,0,
logic_synthesis,synth_flops,32,
logic_synthesis,yosysTopAreaCellShare,13.8,%
sta,tightest_slew,0.898,ns
global_routing,grt_antenna_before_repair,0,
logic_synthesis,syn_inst,1293,
placed_design,gp_congestion,0.985,
placed_design,portBuffers,105,
final_layout,fill_cells,2284,
logic_synthesis,ys_warn_count,1,
logic_synthesis,syn_area_per_cell,6.92,um^2
power,power_leakage,3.96,nW
floorplanning,die_y,152,um
drt,wirelength,36.1,mm
global_routing,overflow,0,
setup_path,endpoint_kind,"output port",
sta,setup_viol,0,
logic_synthesis,yosys_cells,1293,
clock_network,ctsHoldBuffers,0,
floorplanning,core,0.0219,mm^2
power,p_int,0.146,mW
flow_run,tool_warnings,96,
logic_synthesis,syn_area,0.00895,mm^2
power,clkPwrFrac,0,%
setup_path,criticalPathCategory,"primary input to output port",
setup_path,cp-startpoint,"alu_in1[0]",
logic_synthesis,largest_area_cell,"ha_1",
logic_synthesis,async_flop_share,0,%
sta,max_clock_freq,79.7,MHz
sta,untimed_endpoints,66,
sta,rsz0062_at_grt,"no",
final_layout,largest_reg_flops,32,
drt,firstDrtPassIters,5,
drt,wl_per_cell,22.4,um
drt,via_count,10200,
drt,drt_iter0_drc,863,
placed_design,dp.cells,1612,
logic_synthesis,ff_type,"dlxtn_1",
logic_synthesis,ys_chip_area,0.00895,mm^2
power,ir_drop,0.0136,mV
clock_network,post_cts_buffers,0,
final_layout,drive_gt1_share,6.08,%
sta,holdWs,8.62,ns
final_layout,stdcell_count,1612,
logic_synthesis,edf_count,0,
drt,drtAntennaViolNets,0,
placed_design,post-place-ws,5.74,ns
sta,tns,0,ns
logic_synthesis,ys_types,103,
global_routing,grt_max_degree,41,
drt,antenna_cells,0,
drt,drcViolationCount,0,
floorplanning,chipArea,0.0230,mm^2
outcome,status,"finished clean",
flow_run,cap_viol_max_count,0,
global_routing,grt_pass1_wl,54.8,mm
global_routing,grtUsageTotal,32.0,%
power,comb_power_share,97.0,%
power,total_power,0.376,mW
logic_synthesis,topCellsByArea,"ha_1 (14%), xnor2_1 (6.6%), a21oi_1 (6.2%), dlxtn_1 (5.4%), nor2_1 (4.4%)",
setup_path,cp-endpoint,"statusRegister[2]",
floorplanning,pin_count,105,
floorplanning,fp-utilization,40.9,%
final_layout,syn_to_final_growth,13.2,%
floorplanning,die_w,152,um
clock_network,ctsResizeCount,0,
setup_path,cp_max_fo,7,
power,power_per_cell_area,37.1,mW/mm^2
sta,setup_ws,5.65,ns
power,power_frac_seq,3.0,%
sta,fin_crit,12.55,ns
power,switchingPower,0.230,mW
sta,hold_violations,0,
sta,post-route-period-util,69.0,%
drt,viasPerCell,6.35,
floorplanning,fp-row-count,54,
power,swShare,61.1,%
placed_design,dpl.hpwl,28.4,mm
global_routing,grt_pass1_vias,9339,
sta,maxSlewHeadroom,40.1,%
[critical path, cell delays in order]
cell,delay [ns]
clkdlybuf4s50_1,0.48
inv_1,0.07
ha_1,0.23
fa_1,0.41
o21ba_1,0.23
or4_1,0.63
nand4b_2,0.20
nand3_2,0.13
nor4b_1,0.55
and4_1,0.41
nor4b_2,0.63
nand2_2,0.18
nor4b_2,0.34
xor2_1,0.10
o221ai_1,0.18
clkdlybuf4s50_1,0.49
[power groups by stage]
stage | registers, mW | logic (mW) | clock network, mW
CTS | 0.0112 | 0.357 | 0
global route | 0.0115 | 0.397 | 0
finish | 0.0112 | 0.365 | 0
[area by class of cell]
class	instances	area [um^2]	area share (%)
inverters	94	353	3.48
multi-input cells	1080	7740	76.4
flip-flops and latches	32	480	4.74
well taps	280	350	3.46
repair buffers	126	1210	11.9
[metal layers]
layer | share of wire (%) | wire length (um) | track usage [%] | up-vias
met2 | 41 | 15000 | 46.6 | 505
met5 | 0 | 0 | 0 | -
met4 | 2.6 | 932 | 7.52 | 0
li1 | - | - | - | 4948
met1 | 45 | 16400 | 46.7 | 4717
met3 | 11 | 3830 | 8.73 | 60
[cell usage after synthesis (all sizes together), types with 19 or more instances]
library cell    n
o21ai          75
nor3           40
inv            92
nor2          104
xor2           24
a21oi         116
nand3          40
nor4           31
o22ai          19
nand2          75
a221oi         31
dlxtn          32
nor2b          20
ha             99
a211oi         21
xnor2          69
buf            30
o221ai         19
nand4          25
o211ai         26
clkbuf         57
[cells in the final DEF (no fill, tap or decap), drive strengths merged, types with 24 or more instances in the layout]
master | Yosys | final
a21oi | 116 | 116
clkdlybuf4s50 | 0 | 105
nor2 | 104 | 104
ha | 99 | 99
inv | 92 | 92
nand2 | 75 | 75
o21ai | 75 | 75
xnor2 | 69 | 69
nand3 | 40 | 40
nor3 | 40 | 40
dlxtn | 32 | 32
a221oi | 31 | 31
nor4 | 31 | 31
o211ai | 26 | 26
nand4 | 25 | 25
xor2 | 24 | 24
[kinds of logic after synthesis]
kind of cell / synth area share (%)
muxes: 0.573
xor gates and xnor gates: 9.27
buffers and inverters: 8.38
latches: 5.37
AOI/OAI and AO/OA: 35.3
adders and majority gates: 14.3
and+or+nand+nor: 26.8
[worst min path at each step]
| stage | start | endpoint | slack, ns | cells after the start |
|---|---|---|---|---|
| after CTS | alu_command[3] | statusRegister[2] | 8.63 | 4 |
| after global routing | alu_command[1] | statusRegister[0] | 8.71 | 3 |
| final | alu_command[3] | statusRegister[2] | 8.62 | 4 |
[metrics by stage]
stage / utilization [%] / cell area, um^2
floorplan: - / 8950
global placement: 46.3 / 10100
detailed placement: 46.3 / 10100
CTS: 46.3 / 10100
global route: 46.3 / 10100
finish: 46.3 / 10100
Power is estimated from default activity; no workload was simulated.
