==> flow/config.mk <==
export PLATFORM = sky130hd
export DESIGN_NAME = MEM_Stage_Reg
export DESIGN_NICKNAME = MEM_Stage_Reg
export VERILOG_FILES = /design/flow/design.v
export SDC_FILE = /design/flow/constraint.sdc
export NUM_CORES = 4
export LEC_CHECK = 1
export CORE_UTILIZATION = 30
==> flow/constraint.sdc <==
current_design MEM_Stage_Reg

set clk_period 1.1
set clk_io_pct 0.2

create_clock -name clk0 -period $clk_period [get_ports {clk}]

set non_clock_inputs [all_inputs -no_clocks]
set_input_delay [expr $clk_period * $clk_io_pct] -clock clk0 $non_clock_inputs
set_output_delay [expr $clk_period * $clk_io_pct] -clock clk0 [all_outputs]
==> flow/design.v <==
module MEM_Stage_Reg(clk, 
                     rst,
                     freeze,
	                   wb_en_in, 
	                   mem_r_en_in,
	                   alu_res_in, 
	                   mem_res_in,
	                   dest_in,
	                   wb_en_out, 
	                   mem_r_en_out,
	                   alu_res_out, 
	                   mem_res_out,
	                   dest_out);
	input clk, 
	      rst,
	      freeze,
	      wb_en_in,
	      mem_r_en_in;
	input [32 - 1:0] alu_res_in, mem_res_in;
	input [4 - 1:0] dest_in;
	output wb_en_out, mem_r_en_out;
	output [32 - 1:0] alu_res_out, mem_res_out;
	output [4 - 1:0] dest_out;
	Register #(.WORD_LENGTH(1)) reg_wb_en(.clk(clk), 
		                   	                .rst(rst),
		                   	                .ld(~freeze), 
		                   	                .in(wb_en_in), 
		                   	                .out(wb_en_out));
	Register #(.WORD_LENGTH(1)) reg_mem_r_en(.clk(clk),
			                   	                 .rst(rst),
					                   	             .ld(~freeze), 
					                   	             .in(mem_r_en_in), 
					                   	             .out(mem_r_en_out));
	Register #(.WORD_LENGTH(32)) reg_alu_res(.clk(clk), 
			                   	                            .rst(rst),
			                   	                            .ld(~freeze), 
			                   	                            .in(alu_res_in), 
			                   	                            .out(alu_res_out));
	Register #(.WORD_LENGTH(32)) reg_val_Rm(.clk(clk), 
				                   	                         .rst(rst),
			                   	                           .ld(~freeze), 
			                   	                           .in(mem_res_in), 
			                   	                           .out(mem_res_out));
	Register #(.WORD_LENGTH(4)) reg_dest(.clk(clk), 
			                   	                            .rst(rst),
			                   	                            .ld(~freeze), 
			                   	                            .in(dest_in), 
			                   	                            .out(dest_out));
endmodule
module Register(clk, 
                rst, 
                ld, 
                in, 
                out);
	parameter WORD_LENGTH = 32;
	input clk, rst, ld;
	input [WORD_LENGTH - 1:0] in;
	output reg [WORD_LENGTH - 1:0] out;
	always@(posedge clk, posedge rst) begin
      if (rst) out <= 0;
		  else if (ld) out <= in;
	end
endmodule
==> flow/run.sh <==
#!/bin/bash
# OpenROAD 26Q1-2900-gdf79404cd8, Yosys 0.63+post, stock flow scripts
make -C /OpenROAD-flow-scripts/flow DESIGN_CONFIG=/design/flow/config.mk WORK_HOME=/design/flow/orfs finish
==> impl_metrics.ini <==
; implementation run metrics
[critical_path]
cp_top_family = flip-flops
path_buffers = 1
reg2reg_from = reg_alu_res.out[14]
crit_chain = buf_2
required_ns = 0.88
crit_arrival_ns = 0.85
slowest_delay_ns = 0.39
path_max_fanout = 2
critPathLaunchType = register
crit_type = reg -> out
cp_slowest_cell = dfrtp_1
critPathCaptureType = output pin
worstSetupStartpoint = reg_val_Rm.out[6]

[global_routing]
grt_overflow = 0
grt.total_usage_pct = 12.26
grt_pass1_wl_mm = 9.577
antenna_found_initial = 0
grt_start_max_net_pins = 41
grt_pass1_vias = 1855

[detailed_routing]
vias = 1852
drtIter0Drc = 24
dr.pass1.iters = 3
antennaDiodeCount = 0
avgViaCountPerCell = 4.000
post_drt_wl_per_cell_um = 13.42
ant_nets = 0
drc = 0
finalWirelength_mm = 6.213

[sta]
worst_slack_ns = 0.02935
setup_viol = 0
fmax_mhz = 934.0
finalHoldViolCount = 0
worst_clock_skew_ns = 0
hold_slack_ns = 0.2981
drv_slew = 0
slew_headroom_pct = 85.47
rsz0062_at_grt = true
period_used_pct = 97.33
fin_crit_ns = 1.071
tightest_slew_ns = 0.2179

[final_layout]
syn_to_final_growth_pct = 55.67
final_layout_size_suffix_gt1_share_pct = 57.19

[pwr]
power.density_nw_per_um2 = 1438
finalPower_w = 0.006620
leakagePower_nw = 2.263
ir_drop_mv = 0.5148

[synthesis]
yosysWarnings = 3
ys_sh_aoi_pct = 0
yosysSeqAreaShare_pct = 59.22
yosys-stat-area_um2 = 2958
synth-xor-area-share_pct = 0
syn_area_um2 = 2958
ys_types = 5
simple_gate_area_share_pct = 0
avgSynthCellArea_um2 = 19.85
top_logic_kind = multiplexers
syn-instance-count = 149
ys_sh_mux_pct = 35.53
ys_cells = 149
numSynthFlops = 70
synthAdderAreaFrac_pct = 0

[clock_tree]
cts.htree.levels = 3
cts_tree = yes
cts_buffers = 9
cts.clk_slew.worst_paths_ns = 0.08
clock-sinks = 70
cts_buffer_depth = 2
clock_latency_ns = 0.33
cts_root_buf = clkbuf_8
cts_hold_buffers = 0

[die]
die_area_um2 = 10260
row_count = 35
ioPinCount = 143
die_w_um = 101.3
floorplan.core_util_pct = 31.42
core_area_um2 = 9415
die_y_um = 101.3

[job]
tool_warnings = 27
maxCapViolations = 0

[outcome]
outcome = finished clean

[placed_design]
dp_slack_ns = 0.02105
hpwl_mm = 4.238
gp_routability_congestion = 0.6850
io_buffer_count = 142

[min_path]
worst_hold_path_type = in -> async
-- synthesized netlist by cell type, drive strengths merged --
cell | instances | share of area, %
dfrtp | 70 | 59
mux2 | 70 | 36
buf | 8 | 5.1
inv | 1 | 0.13
-- final cells by class --
class	count	area, um^2
clock inverters	5	107.6
flip-flops and latches	70	1752
well taps	129	161.4
clock buffers	11	131.4
fillers	840	4811
repair buffers	177	1394
inverters	1	7.507
multi-input cells	70	1051
-- layout by cell type (no fill, tap or decap), drive strengths merged --
| master | instances |
|---|---|
| clkbuf | 11 |
| clkdlybuf4s50 | 71 |
| dfrtp | 70 |
| clkinvlp | 1 |
| clkinv | 2 |
| bufinv | 3 |
| buf | 106 |
| mux2 | 70 |
-- state kept, by name, summed over array words and instances, names as in the netlist --
name	flops
reg_dest.out	4
reg_wb_en.out	1
reg_mem_r_en.out	1
reg_val_Rm.out	32
reg_alu_res.out	32
-- through the flow --
step	utilization [%]	setup TNS, ns	instances	cell area [um^2]
after floorplan	-	0	149	2962
after global placement	48.01	0	421	4521
after detailed placement	48.01	0	421	4521
after CTS	48.58	-0.002780	459	4574
after global routing	48.90	-0.1824	463	4604
final	48.90	0	463	4604
-- routing by layer --
| metal | GRT usage [%] | vias to the layer above | wire length [um] | share of wire (%) |
|---|---|---|---|---|
| li1 | - | 879 | - | - |
| met1 | 19.67 | 881 | 2958 | 48 |
| met2 | 17.90 | 84 | 2727 | 44 |
| met3 | 2.801 | 8 | 450 | 7.2 |
| met4 | 1.895 | 0 | 76 | 1.2 |
| met5 | 0 | - | 0 | 0 |
-- cells by family (layout without fill, tap and decap cells) --
kind of cell / count (synthesis) / in the layout
muxes: 70 / 70
DFF: 70 / 70
buffers and inverters: 9 / 194
-- repair_timing --
item	CTS	global route
resized	210	0
pin swaps	0	0
buffers inserted	22	4
setup endpoints to repair	70	21
-- path summary, 6_finish.rpt --
check,endpoint,slack (ns),depth (start not counted)
worst min-delay path,reg_alu_res.out[31],0.30,3
worst min register to register,reg_alu_res.out[9],0.51,1
worst max register to register,reg_alu_res.out[14],0.11,3
min in group clk0,reg_val_Rm.out[28],0.39,3
worst max-delay path,mem_res_out[6],0.03,1
max in group asynchronous,reg_val_Rm.out[6],0.59,3
-- report_power, final --
group	total, W	switching [W]	internal [W]
clock network	0.00246	0.000941	0.00152
registers	0.00296	0.000128	0.00283
logic	0.00120	0.000289	0.000914
total	0.00662	0.00136	0.00526
